--- run.sh ---
#!/bin/bash
# OpenROAD 26Q1-2900-gdf79404cd8, Yosys 0.63+post, stock flow scripts
make -C /OpenROAD-flow-scripts/flow DESIGN_CONFIG=/design/flow/config.mk WORK_HOME=/design/flow/orfs finish
--- design.v ---
package ascon_pack;
	typedef logic[0:4][63:0] type_state;
	localparam logic [7:0]	 round_constant [0:11] = {8'hF0, 8'hE1, 8'hD2, 8'hC3, 8'hB4, 8'hA5, 8'h96, 8'h87, 8'h78, 8'h69, 8'h5A, 8'h4B};
endpackage : ascon_pack
`timescale 1ns/1ps
module permitation import ascon_pack::*;
   (
    input logic clock_i,
    input logic resetb_i,
    input logic select_i,
    input type_state permutation_i,
    input logic [3:0] roundp_i,
    output type_state permutation_o
    );
   type_state state_pc;
   assign state_pc = (select_i) ? permutation_i : permutation_o;
   type_state state_ps;
   permitation_constante pc(
			    .constante_add_i(state_pc),
			    .round_i(roundp_i),
			    .constante_add_o(state_ps)
			    );
   type_state state_pl;
   permitation_substitution ps(
			       .substitution_i(state_ps),
			       .substitution_o(state_pl)
			       );
   type_state state_p;
   permitation_diffusion pl(
			    .diffusion_i(state_pl),
			    .diffusion_o(state_p)
			    );
   always @ (posedge clock_i, negedge resetb_i) begin
      if(resetb_i == 1'b0) begin
	 permutation_o <= {64'h0,64'h0,64'h0,64'h0,64'h0};
      end
      else begin
	 permutation_o <= state_p;
      end
   end
endmodule : permitation
`timescale 1ns/1ps
module permitation_constante import ascon_pack::*;
(
input type_state constante_add_i,
input logic[3:0] round_i,
output type_state constante_add_o
 );
   assign constante_add_o[0] = constante_add_i[0];
   assign constante_add_o[1] = constante_add_i[1];
   assign constante_add_o[2][7:0] = constante_add_i[2][7:0] ^ round_constant[round_i];
   assign constante_add_o[2][63:8] = constante_add_i[2][63:8];
   assign constante_add_o[3] = constante_add_i[3];
   assign constante_add_o[4] = constante_add_i[4];
endmodule: permitation_constante
`timescale 1ns/1ps
module permitation_diffusion import ascon_pack::*;
   (
    input type_state diffusion_i,
    output type_state diffusion_o
    );
   assign diffusion_o[0] = diffusion_i[0]^{diffusion_i[0][18:0],diffusion_i[0][63:19]}^{diffusion_i[0][27:0],diffusion_i[0][63:28]};
   assign diffusion_o[1] = diffusion_i[1]^{diffusion_i[1][60:0],diffusion_i[1][63:61]}^{diffusion_i[1][38:0],diffusion_i[1][63:39]};
   assign diffusion_o[2] = diffusion_i[2]^{diffusion_i[2][0],diffusion_i[2][63:1]}^{diffusion_i[2][5:0],diffusion_i[2][63:6]};
   assign diffusion_o[3] = diffusion_i[3]^{diffusion_i[3][9:0],diffusion_i[3][63:10]}^{diffusion_i[3][16:0],diffusion_i[3][63:17]};
   assign diffusion_o[4] = diffusion_i[4]^{diffusion_i[4][6:0],diffusion_i[4][63:7]}^{diffusion_i[4][40:0],diffusion_i[4][63:41]};
endmodule : permitation_diffusion
`timescale 1ns/1ps
module permitation_substitution import ascon_pack::*;
   (
    input type_state substitution_i,
    output type_state substitution_o
    );
   genvar  i;
   generate
      for (i=0; i<64; i++)
	begin : label1
	   sbox sbox_u (
			.sbox_i({substitution_i[0][i],substitution_i[1][i],substitution_i[2][i],substitution_i[3][i],substitution_i[4][i]}),
			.sbox_o({substitution_o[0][i],substitution_o[1][i],substitution_o[2][i],substitution_o[3][i],substitution_o[4][i]})
			);
	end
   endgenerate
endmodule : permitation_substitution
`timescale 1ns/1ps
module sbox (
	     input logic[4:0] sbox_i,
	     output logic[4:0] sbox_o
	     );
   always_comb
     begin
	case (sbox_i)
	  5'h00 : sbox_o = 5'h04;
	  5'h01 : sbox_o = 5'h0b;
	  5'h02 : sbox_o = 5'h1f;
	  5'h03 : sbox_o = 5'h14;
	  5'h04 : sbox_o = 5'h1a;
	  5'h05 : sbox_o = 5'h15;
	  5'h06 : sbox_o = 5'h09;
	  5'h07 : sbox_o = 5'h02;
	  5'h08 : sbox_o = 5'h1b;
	  5'h09 : sbox_o = 5'h05;
	  5'h0a : sbox_o = 5'h08;
	  5'h0b : sbox_o = 5'h12;
	  5'h0c : sbox_o = 5'h1d;
	  5'h0d : sbox_o = 5'h03;
	  5'h0e : sbox_o = 5'h06;
	  5'h0f : sbox_o = 5'h1c;
	  5'h10 : sbox_o = 5'h1e;
	  5'h11 : sbox_o = 5'h13;
	  5'h12 : sbox_o = 5'h07;
	  5'h13 : sbox_o = 5'h0e;
	  5'h14 : sbox_o = 5'h00;
	  5'h15 : sbox_o = 5'h0d;
	  5'h16 : sbox_o = 5'h11;
	  5'h17 : sbox_o = 5'h18;
	  5'h18 : sbox_o = 5'h10;
	  5'h19 : sbox_o = 5'h0C;
	  5'h1A : sbox_o = 5'h01;
	  5'h1B : sbox_o = 5'h19;
	  5'h1C : sbox_o = 5'h16;
	  5'h1D : sbox_o = 5'h0A;
	  5'h1E : sbox_o = 5'h0F;
	  5'h1F : sbox_o = 5'h17;
	endcase  
     end  
endmodule : sbox
--- config.mk ---
export PLATFORM = sky130hd
export DESIGN_NAME = permitation
export DESIGN_NICKNAME = permitation
export VERILOG_FILES = /design/flow/design.v
export SDC_FILE = /design/flow/constraint.sdc
export NUM_CORES = 4
export LEC_CHECK = 1
export CORE_UTILIZATION = 40
export SYNTH_HDL_FRONTEND = slang
export SYNTH_MEMORY_MAX_BITS = 65536
--- constraint.sdc ---
current_design permitation

set clk_period 4.3
set clk_io_pct 0.2

create_clock -name clk0 -period $clk_period [get_ports {clock_i}]

set non_clock_inputs [all_inputs -no_clocks]
set_input_delay [expr $clk_period * $clk_io_pct] -clock clk0 $non_clock_inputs
set_output_delay [expr $clk_period * $clk_io_pct] -clock clk0 [all_outputs]
==> results.cfg <==
; implementation run metrics
[worst_setup_path]
start_kind = input pin
cp_max_fo = 29
cp.arrival_ps = 3950
rr_worst_depth = 9
r2r_start = permutation_o[13]$_DFF_PN0_
worstReg2RegEnd = permutation_o[205]$_DFF_PN0_
required_ps = 4730
r2r_slack_ps = 1300
end_kind = flop
critPathKind = input pin to flop

[die]
fp-utilization = 0.407
coreArea_um2 = 70500
die.size.x_um = 270
die-height_um = 270
pin_count = 647
rows = 97
chipArea_um2 = 72900

[job]
maxCapViolCount = 0
warning_count = 89

[clock_tree]
h-tree-depth = 2
cts_made_buffers = 40
cts_max_path_buffers = 3
cts_setup_buffers = 0
cts_sinks = 320
insertion_delay_ps = 580
clk_pin_slew_ps = 60
cts_tree = done
clock-root-buffer = clkbuf_16
cts_hold_buf = 0
cts_resized = 0

[logic_synthesis]
synth_warnings = 0
syn_avg_cell_area_um2 = 10.4
ys_cells = 2749
synthFlopType = dfrtp_1
synth_area_um2 = 28700
ys_seq_frac = 0.279
yosysMostFrequentCell = xnor2_1
yosys_register_bits = 320
synth_cell_types = 47
top_area_frac = 0.279
top_area_cell = dfrtp_1
synth.top_cells.by_area = dfrtp_1, xnor2_1, mux2i_1, xor2_1, ha_1
async_reset_ff_frac = 1.00
synth-edff-count = 0
top_cells_by_count = xnor2_1, mux2i_1, dfrtp_1
ys_area_um2 = 28700
synthCells = 2749

[placement]
routabilityCongestion = 1.05
io_buffer_count = 646
place_hpwl_um = 122000

[sta]
tns_ps = 0
setup_violations = 0
maxSlewViolCount = 0
worst_pin_slew_ps = 1120
rsz0062_at_grt = no
clock.fmax_mhz = 284
period_needed_ps = 3520
maxSlewHeadroom = 0.248
finalClockPeriodUsage = 0.819
fin_worst_skew_ps = 27.9
hold_violations = 0

[cells_and_area]
reg_top3 = permutation_o: 320 flops
fill_cells = 5926
synthToLayoutAreaGrowth_pct = 35.7
drive_gt1_frac = 0.121
largest_reg_flops = 320
final_util = 0.553
top_register = permutation_o

[routing]
dr.pass1.iters = 5
drc = 0
via_count = 24300
viasPerCell = 5.33
antennaDiodeCount = 0
avgRoutedWirePerCell_um = 30.9
postRouteAntennaNets = 0
drtIter0Drc = 1864
wl_um = 141000

[global_routing]
grt_start_max_net_pins = 98
overflow = 0
grt_use_total = 0.396
first_global_vias = 24100
antenna_found_initial = 2
grt_pass1_wl_um = 192000

[outcome]
status = finished, final reports clean

[min_path]
min_path_type = input pin to asynchronous set/reset pin
cells in the final DEF (no fill, tap or decap), drive strengths merged, types with 2 or more instances in the layout:
cell and count:
o22ai 8, bufinv 5, buf 214, a211oi 2
nand2b 2, xor2 304, dfrtp 320, a21boi 15
a221o 6, maj3 49, clkinvlp 3, nor2b 8
mux2 27, a22oi 42, xnor2 759, o21ai 62
a31oi 2, ha 128, and2 3, a21oi 113
clkinv 9, a221oi 3, nor2 78, inv 129
clkbuf 53, a32oi 5, nand2 109, mux2i 468
o32ai 2, clkdlybuf4s50 644, o21bai 39, o32a 9
area by class of cell:
class                      count  area, µm²  area share
sequential                   320       8010       0.205
tap                          940       1180      0.0302
clock inverter                19        239     0.00613
inverter                     127        477      0.0122
timing repair buffer         858       8180       0.210
multi-input combinational   2250      19800       0.507
clock buffer                  53       1130      0.0290
how the worst max path moves through the flow:
stage	depth (start not counted)	startpoint	slack, ps	endpoint
final	11	select_i	780	permutation_o[250]$_DFF_PN0_
after CTS	11	select_i	860	permutation_o[250]$_DFF_PN0_
after global routing	11	select_i	670	permutation_o[228]$_DFF_PN0_
per-stage QoR:
step	std cells	hold WS (ps)	cell area (µm²)	setup WS [ps]
global route	4567	315	39000	669
CTS	4567	304	39000	863
finish	4567	266	39000	777
floorplan	2749	564	28700	394
detailed placement	4495	918	37600	262
global placement	4495	913	37600	319
per-layer routing:
layer / GRT usage / up-vias / wire length [µm]
li1: - / 10900 / -
met1: 0.526 / 12000 / 56900
met2: 0.610 / 1132 / 64600
met3: 0.118 / 260 / 12500
met4: 0.160 / 2 / 7310
met5: 0 / - / 13
kinds of logic after synthesis:
logic type	after synthesis	share of synthesized area
flip-flops	320	0.279
AND-OR/OR-AND	312	0.0732
multiplexers	495	0.183
adder cells (fa/ha/maj)	177	0.0732
XOR/XNOR	1065	0.331
AND/OR/NAND/NOR	201	0.0275
buffers and inverters	179	0.0334
critical path, stage by stage:
cell	delay (ps)
buf_8	350
buf_4	490
mux2i_1	340
inv_1	100
ha_1	330
inv_1	80
a21oi_1	120
a22oi_1	110
xnor2_1	770
xor2_1	170
xnor2_1	160
